**config.mk**
```make
export PLATFORM = sky130hd
export DESIGN_NAME = StackPointerRegister
export DESIGN_NICKNAME = StackPointerRegister
export VERILOG_FILES = /design/flow/design.v
export SDC_FILE = /design/flow/constraint.sdc
export NUM_CORES = 4
export LEC_CHECK = 1
export CORE_UTILIZATION = 30
```
**constraint.sdc**
```tcl
current_design StackPointerRegister

set clk_period 1.0
set clk_io_pct 0.2

create_clock -name clk0 -period $clk_period [get_ports {CLK}]

set non_clock_inputs [all_inputs -no_clocks]
set_input_delay [expr $clk_period * $clk_io_pct] -clock clk0 $non_clock_inputs
set_output_delay [expr $clk_period * $clk_io_pct] -clock clk0 [all_outputs]
```
**design.v**
```verilog
`timescale 1ns / 1ps
module StackPointerRegister#(parameter Widht = 32, StackPointer = 32'h00000AF0)(CLK,Reset,Enable,DataInput,DataOutput);
	 input CLK, Reset, Enable;
	 input [Widht-1:0] DataInput;
	 output reg [Widht-1:0] DataOutput = 0;
	 always @(posedge CLK) begin
			if (Reset) begin
				DataOutput <= StackPointer;
			end else if (Enable) begin
				DataOutput <= DataInput;
			end
	end
endmodule
```
**run.sh**
```bash
#!/bin/bash
# OpenROAD 26Q1-2900-gdf79404cd8, Yosys 0.63+post, stock flow scripts
make -C /OpenROAD-flow-scripts/flow DESIGN_CONFIG=/design/flow/config.mk WORK_HOME=/design/flow/orfs finish
```
==> reports/metrics.yaml <==
holdWs_ns: 0.210
place_inst: 216
setup_viol: 0
rrSetupSlack_ns: 0.22
path_cells: "clkdlybuf4s15_1"
routed.top_layer: "met3"
die-area_um2: 4150
power_w: 0.00281
rr_worst_depth: 2
p_clk_share_pct: 35.4
avgSynthCellArea_um2: 11.3
crit_fanout: 2
netlist_area_um2: 1170
die_y_um: 64.4
crit_buf_inv: 1
max_slew.worst_pin.slew_ns: 0.141
fp-utilization_pct: 31.7
relSlewSlack_pct: 90.3
place_area_um2: 1890
switchingPower_w: 0.000593
maxCapViolCount: 0
overflow: 0
required_ns: 0.80
wirelength_mm: 2.52
p_seq_share_pct: 50.1
period_used_pct: 96.2
place_ws_ns: -0.167
fin_area_um2: 1910
top_area_cell: "dfxtp_1"
postCtsHoldBufs: 0
numClockSinks: 32
max_flop_register: "DataOutput"
slew_viol_final: 0
cp-end-kind: "output pin"
cts_tree: "done"
drt_iter0_markers: 38
ys_ff: 32
netlist-cell-type-count: 11
wl_per_cell_um: 11.2
drt_pre_antenna_iters: 4
hold_depth: 2
core_area_um2: 3690
portBuffers: 66
cts_buffers: 5
syn_inst: 103
htreeDepth: 2
swShare_pct: 21.1
largest_reg_flops: 32
wl_met2_mm: 1.17
reg_top3: "DataOutput: 32 flops"
finalNonFillerCells: 225
viasPerCell: 4.39
grt_util_all_layers_pct: 13.2
crit_path_start_kind: "flip-flop"
drive_gt1_share_pct: 37.9
finalClockSkew_ns: 0
vias: 988
wl_met3_um: 293
cts_root_buffer: "clkbuf_8"
whs_endpoint: "DataOutput[4]$_SDFFE_PP1P_"
antenna_found_initial: 0
rows: 22
path_class: "reg -> out"
io_pins: 67
top_cell_area_share_pct: 54.8
status: "complete, no violations"
finalWeightedCongestion: 0.683
rsz0062_at_grt: "false"
internal_power_w: 0.00222
num_antenna_cells: 0
grt_pass1_vias: 982
critPathMaxStageDelay_ns: 0.32
syn_to_final_growth_pct: 63.8
cts_buffer_depth: 2
drc_errors: 0
fin_crit_ns: 0.962
detail-route-antenna-nets: 0
power_density_nw_per_um2: 1470
slowest_stage: "dfxtp_2"
worst_slack_ns: 0.0377
clock_latency_ns: 0.27
ys_cells: 103
hold_class: "in -> reg"
timing.rr.end: "DataOutput[4]$_SDFFE_PP1P_"
yosysWarningCount: 1
lay_top_count: "clkdlybuf4s50_1"
hold_viol_final: 0
ys_seq_share_pct: 54.8
worstPathArrival_ns: 0.76
crit_family: "flip-flops"
fmax_ghz: 1.04
yosysChipArea_um2: 1170
tool_warnings: 25
hpwl_mm: 1.84
final_cell_mix: "clkdlybuf4s50_1 (33), dfxtp_2 (31), mux2i_1 (26), nor2_1 (26), clkbuf_2 (22)"
grt_max_degree: 26
rr_startpoint: "DataOutput[4]$_SDFFE_PP1P_"
p_leak_nw: 0.880
area_leaders: "dfxtp_1 (55%), mux2i_1 (22%), nor2_1 (8.4%)"
cts.clk_slew.worst_paths_ns: 0.06
die_x_um: 64.4
drt-met1-wl_mm: 1.05
vdd_drop_max_mv: 0.902
share_comb_of_total_power_pct: 14.6
grt_pass1_wl_mm: 4.19
hold_start: "Enable"
## per-layer routing
metal / vias up / global-route usage [%]
met5: - / 0
met4: 0 / 1.11
met3: 0 / 5.71
met2: 51 / 21.8
met1: 451 / 17.1
li1: 486 / -
## worst max path at each step
stage,start,to,slack (ns),cells after the start
CTS,DataOutput[24]$_SDFFE_PP0P_,DataOutput[24],0.004,1
global route,DataOutput[4]$_SDFFE_PP1P_,DataOutput[4],0.0002,1
finish,DataOutput[18]$_SDFFE_PP0P_,DataOutput[18],0.04,1
## worst register-to-register path, stage by stage (launching register included)
cell     delay (ns)
dfxtp_2        0.32
and2b_1        0.14
a211o_1        0.21
## cell usage after synthesis (all sizes together)
master,count
dfxtp,32
nor2b,5
clkbuf,2
a211o,6
nor2,26
mux2i,26
and2b,1
buf,5
## power by group through the flow
stage / Clock (W) / Combinational [W] / Sequential, W
CTS: 0.00104 / 0.000441 / 0.00141
global route: 0.00111 / 0.000451 / 0.00142
finish: 0.000993 / 0.000410 / 0.00141
## cells by family (layout without fill, tap and decap cells)
logic type,Yosys count,in the layout,synth area share (%)
muxes,26,26,22.3
and+or+nand+nor,32,32,11.7
buffers and inverters,7,81,6.74
AOI/OAI and AO/OA,6,6,4.50
DFF,32,32,54.8
## area by class of cell
type / instances / area, um2
clock buffers: 8 / 90.1
repair buffers: 73 / 636
fillers: 327 / 1770
flip-flops and latches: 32 / 679
well taps: 48 / 60.1
multi-input cells: 64 / 449
## metrics by stage
step                      utilization [%]  setup TNS [ns]
final                                51.9               0
after global routing                 51.9               0
after CTS                            54.7               0
after detailed placement             51.2           -4.67
after global placement               51.2           -4.48
after floorplan                         -               0
## timing repair
| action | 4_1_cts | 5_1_grt |
|---|---|---|
| setup buffers | 0 | 1 |
| cloned | 0 | 0 |
| gates resized | 95 | 22 |
| pin swaps | 0 | 0 |
| setup endpoints to repair | 32 | 22 |
Power is estimated from default activity; no workload was simulated.
